==> design.v <==
module alu1bit (
    input logic a,            
    input logic b,            
    input logic cin,          
    input logic [1:0] op,     
    output logic s,           
    output logic cout         
);
logic out_nor, out_nor_not, out_xor, out_s, a_ns;
OR2 #(.Tpdhl(3), .Tpdlh(2)) NOR_or (
    .Z(out_nor_or), .A(a), .B(b));
NOT #(.Tpdhl(7), .Tpdlh(10)) NOR_not (
    .Z(out_nor), .A(out_nor_or));
NOT #(.Tpdhl(7), .Tpdlh(10)) NOT_op0 (
    .Z(a_ns), .A(op[0]));
XOR2 #(.Tpdhl(2), .Tpdlh(1)) xor_inst (
    .Z(out_xor), .A(a), .B(b));
fas fas_alu( 
    .a(a), .b(b), .cin(cin), .a_ns(a_ns), .s(out_s), .cout(cout));
mux4 mux_alu(
    .d0(out_nor), .d1(out_xor), .d2(out_s), .d3(out_s), .sel(op), .z(s)
);
endmodule
module alu64bit (
    input logic [63:0] a,     
    input logic [63:0] b,     
    input logic cin,          
    input logic [1:0] op,     
    output logic [63:0] s,    
    output logic cout         
);
logic [62:0] cout_from_fas;
alu1bit alu_inst1(
    .a(a[0]), .b(b[0]), .cin(cin), .op(op), .s(s[0]), .cout(cout_from_fas[0]));
genvar i;
generate
    for (i = 1; i < 63; i++)
        begin
            alu1bit alu_inst(
            .a(a[i]), .b(b[i]), .cin(cout_from_fas[i-1]), .op(op), .s(s[i]), .cout(cout_from_fas[i])
        );
        end
endgenerate
alu1bit alu_inst64(
    .a(a[63]), .b(b[63]), .cin(cout_from_fas[62]), .op(op), .s(s[63]), .cout(cout)
 );
endmodule
module fas (
    input logic a,            
    input logic b,            
    input logic cin,          
    input logic a_ns,         
    output logic s,           
    output logic cout         
);
logic out1, out2, out3, out4, out5, out6, out8, out9, out10, out11;
XOR2 #(.Tpdhl(2), .Tpdlh(1)) g1 (
    .Z(out1), .A(a), .B(a_ns));
XOR2 #(.Tpdhl(2), .Tpdlh(1)) g6 (
    .Z(out6), .A(b), .B(cin));
XOR2 #(.Tpdhl(2), .Tpdlh(1)) g7 (
    .Z(s), .A(out6), .B(a));
NOT #(.Tpdhl(7), .Tpdlh(10)) g3 (
    .Z(out3), .A(b));
NOT #(.Tpdhl(7), .Tpdlh(10)) g4 (
    .Z(out4), .A(cin));
NOT #(.Tpdhl(7), .Tpdlh(10)) g5 (
    .Z(out5), .A(out2));
NOT #(.Tpdhl(7), .Tpdlh(10)) g10 (
    .Z(out10), .A(out8));
NOT #(.Tpdhl(7), .Tpdlh(10)) g11 (
    .Z(out11), .A(out9));
OR2 #(.Tpdhl(3), .Tpdlh(2)) g2 (
    .Z(out2), .A(b), .B(cin));
OR2 #(.Tpdhl(3), .Tpdlh(2)) g8 (
    .Z(out8), .A(out1), .B(out5));
OR2 #(.Tpdhl(3), .Tpdlh(2)) g9 (
    .Z(out9), .A(out3), .B(out4));
OR2 #(.Tpdhl(3), .Tpdlh(2)) g12 (
    .Z(cout), .A(out10), .B(out11));
endmodule
module NOT (
    input logic A,
    output logic Z
);
parameter Tpdlh = 1;
parameter Tpdhl = 1;
not #(Tpdlh, Tpdhl) not1 (Z, A);
endmodule
module OR2 (
    input logic A,
    input logic B,
    output logic Z
);
parameter Tpdlh = 1;
parameter Tpdhl = 1;
or #(Tpdlh, Tpdhl) or1 (Z, A, B);
endmodule
module XOR2 (
    input logic A,
    input logic B,
    output logic Z
);
parameter Tpdlh = 1;
parameter Tpdhl = 1;
xor #(Tpdlh, Tpdhl) xor1 (Z, A, B);
endmodule
module mux2 (
    input logic d0,           
    input logic d1,           
    input logic sel,          
    output logic z            
);
logic out1, out2, out3, out4, out5, out6, out7;
NOT #(.Tpdhl(7), .Tpdlh(10)) g1 (
    .Z(out1), .A(d0));
NOT #(.Tpdhl(7), .Tpdlh(10)) g2 (
    .Z(out2), .A(d1));
NOT #(.Tpdhl(7), .Tpdlh(10)) g3 (
    .Z(out3), .A(sel));
OR2 #(.Tpdhl(3), .Tpdlh(2)) g4 (
    .Z(out4), .A(out1), .B(sel));
OR2 #(.Tpdhl(3), .Tpdlh(2)) g5 (
    .Z(out5), .A(out2), .B(out3));
NOT #(.Tpdhl(7), .Tpdlh(10)) g6 (
    .Z(out6), .A(out4));
NOT #(.Tpdhl(7), .Tpdlh(10)) g7 (
    .Z(out7), .A(out5));
OR2 #(.Tpdhl(3), .Tpdlh(2)) g8 (
    .Z(z), .A(out6), .B(out7));
endmodule
module mux4 (
    input logic d0,           
    input logic d1,           
    input logic d2,           
    input logic d3,           
    input logic [1:0] sel,    
    output logic z            
);
logic out1, out2;
mux2 mux_1(
    .d0(d0), .d1(d1), .sel(sel[0]), .z(out1)
); 
mux2 mux_2(
    .d0(d2), .d1(d3), .sel(sel[0]), .z(out2)
);
mux2 mux_3(
    .d0(out1), .d1(out2), .sel(sel[1]), .z(z)
);
endmodule
==> run.sh <==
#!/bin/bash
# OpenROAD 26Q1-2900-gdf79404cd8, Yosys 0.63+post, stock flow scripts
make -C /OpenROAD-flow-scripts/flow DESIGN_CONFIG=/design/flow/config.mk WORK_HOME=/design/flow/orfs finish
==> config.mk <==
export PLATFORM = sky130hd
export DESIGN_NAME = alu64bit
export DESIGN_NICKNAME = alu64bit
export VERILOG_FILES = /design/flow/design.v
export SDC_FILE = /design/flow/constraint.sdc
export NUM_CORES = 4
export LEC_CHECK = 1
export CORE_UTILIZATION = 40
==> constraint.sdc <==
current_design alu64bit

set clk_period 78.9
set clk_io_pct 0.2

create_clock -name clk0 -period $clk_period

set non_clock_inputs [all_inputs -no_clocks]
set_input_delay [expr $clk_period * $clk_io_pct] -clock clk0 $non_clock_inputs
set_output_delay [expr $clk_period * $clk_io_pct] -clock clk0 [all_outputs]
==> results.py <==
# Auto-generated metrics
metrics = {
    "worst_setup_path": {
        "crit_fanout": 2,
        "startpoint": "b[0]",
        "worstPathRequired_ns": 63.12,
        "start_kind": "input port",
        "end_kind": "output pin",
        "cpPeakStageDelay_ns": 0.52,
        "cp_slowest_cell": "clkdlybuf4s50_1",
        "cp.arrival_ns": 41.34,
        "crit_type": "input port to output pin",
        "cp_common_cell": "ha_1",
    },
    "grt": {
        "grt_first_pass_wirelength_um": 22500,
        "grt_max_degree": 36,
        "grt_pass1_vias": 4972,
        "grt_use_total_pct": 15.1,
        "grt_overflow": 0,
        "antenna_found_initial": 1,
    },
    "die": {
        "die-width_um": 135,
        "ios": 196,
        "coreArea_sq_um": 17200,
        "row_count": 48,
        "die_h_um": 135,
        "fp_util_pct": 40.9,
        "dieArea_sq_um": 18200,
    },
    "placement": {
        "dpl.hpwl_um": 11600,
        "dpl_cell_area_sq_um": 8670,
        "place_ws_ns": 21.70,
        "portBuffers": 196,
        "place_congestion": 0.807,
    },
    "synthesis": {
        "ys_cells": 789,
        "synth_cell_types": 10,
        "area_leaders": "ha_1 34%, mux2i_1 18%, xnor2_1 16%, o21ba_1 7.8%, buf_4 7.6%",
        "synthCells": 789,
        "top_area_cell": "ha_1",
        "ys_area_sq_um": 7050,
        "yosysWarnings": 1,
        "ys_seq_share_pct": 0,
        "synthDominantCellAreaShare_pct": 34.1,
        "synth.avg_cell_area_sq_um": 8.93,
        "common_cells": "192 x ha_1, 129 x inv_1, 128 x mux2i_1, 128 x xnor2_1, 71 x buf_4",
        "top_cell": "ha_1",
        "netlist_area_sq_um": 7050,
    },
    "clock_tree": {
        "post-cts-setup-buffers": 0,
        "cts.repair.resized": 0,
        "cts_hold_buf": 0,
    },
    "layout": {
        "drive_gt1_share_pct": 1.55,
        "nClkBuffers": 0,
        "flop_area_sq_um": 0,
        "flops": 0,
        "fin_area_sq_um": 8670,
        "final_core_util_pct": 50.3,
        "synthToLayoutAreaGrowth_pct": 23.1,
    },
    "route": {
        "viasPerCell": 4.50,
        "drtAntennaViolNets": 0,
        "num_antenna_cells": 0,
        "drtPass1Iterations": 4,
        "num_vias": 5085,
        "wl_per_cell_um": 12.0,
        "drt_wl_total_um": 13500,
        "drtIter0Drc": 72,
        "drc_errors": 0,
    },
    "timing": {
        "tns_ns": 0,
        "setup_violations": 0,
        "finalHoldViolCount": 0,
        "period_used_pct": 72.4,
        "rsz0062_at_grt": "false",
        "slew_headroom_pct": 56.7,
        "finalMaxSlewViolations": 0,
        "fmax_ghz": 0.0175,
        "fin_ws_ns": 21.78,
        "fin_hold_ws_ns": 32.43,
        "tightest_slew_ns": 0.649,
        "period_needed_ns": 57.12,
    },
    "worst_hold_path": {
        "hold_path_class": "input port to output pin",
        "hold_depth": 3,
        "holdCritStartpoint": "op[1]",
        "min_to": "s[23]",
    },
    "run": {
        "warning_count": 96,
        "drv_cap": 0,
    },
    "power_and_ir_drop": {
        "p_leak_nw": 4.57,
        "ir_worst_vdd_mv": 0.00372,
        "p_per_area_nw_per_um2": 7.80,
    },
    "run_status": {
        "status": "completed",
    },
}
## critical path, delay by kind of cell
| family | cells | cell delay (ns) |
|---|---|---|
| adder cells (fa/ha/maj) | 64 | 12.23 |
| AND-OR/OR-AND | 63 | 12.06 |
| buffers and inverters | 3 | 1.06 |
| multiplexers | 1 | 0.16 |
| XOR/XNOR | 1 | 0.12 |
## layout make-up
type	count	area [sq um]
fill	1680	8560
inverter	129	484
multi-input combinational	575	5920
tap	225	282
timing repair buffer	200	1990
## stage by stage
step                cells  total power [mW]
floorplan             789            0.0495
global placement     1129            0.0687
detailed placement   1129            0.0687
CTS                  1129            0.0693
global route         1129            0.0766
finish               1129            0.0677
## cells by family (layout without fill, tap and decap cells)
kind of cell	Yosys count	count (layout)	synth area share (%)
AND-OR/OR-AND	127	127	15.8
XOR/XNOR	128	128	15.9
adder cells (fa/ha/maj)	192	192	34.1
buffers and inverters	214	329	16.1
multiplexers	128	128	18.2
## how the worst max path moves through the flow
stage           end  slack, ns  cells past startpoint
CTS           s[63]      21.56                    132
global route  s[63]      20.35                    132
finish        s[63]      21.78                    132
## layout by cell type, fill, tap and decap left out
master           netlist  final
clkdlybuf4s50_1        0    194
ha_1                 192    192
inv_1                129    129
xnor2_1              128    128
mux2i_1              128    128
o21bai_1              64     64
o21ba_1               55     55
o21ba_2                8      8
buf_4                 71      5
buf_6                  7      1
## metal layers
layer	vias up	GRT usage, %	share of wire, %
met5	-	0	0.066
met4	2	0	0
met3	2	3.22	7.2
met2	109	26.3	46
met1	2187	20.2	47
li1	2785	-	-
## report_power, final
part           switching [mW]  internal (mW)
logic                  0.0251         0.0426
clock network               0              0
registers                   0              0
total                  0.0251         0.0426
Power and IR drop assume default switching activity.
