File: design.v
module mult32x32 (
    input logic clk,             
    input logic reset,           
    input logic start,           
    input logic [31:0] a,        
    input logic [31:0] b,        
    output logic busy,           
    output logic [63:0] product  
);
    logic [1:0] a_sel;     
    logic b_sel;          
    logic [2:0] shift_sel;
    logic upd_prod;
    logic clr_prod;
mult32x32_fsm fsm_u(
    .clk(clk),
    .reset(reset),
    .start(start),
    .busy(busy),
    .a_sel(a_sel),
    .b_sel(b_sel),
    .shift_sel(shift_sel),
    .upd_prod(upd_prod),
    .clr_prod(clr_prod)
);
mult32x32_arith arith_u(
    .clk(clk),
    .reset(reset),
    .a(a),
    .b(b),
    .a_sel(a_sel),
    .b_sel(b_sel),
    .shift_sel(shift_sel),
    .upd_prod(upd_prod),
    .clr_prod(clr_prod),
    .product(product)
);
endmodule
module mult32x32_arith (
    input logic clk,              
    input logic reset,            
    input logic [31:0] a,         
    input logic [31:0] b,         
    input logic [1:0] a_sel,      
    input logic b_sel,            
    input logic [2:0] shift_sel,  
    input logic upd_prod,         
    input logic clr_prod,         
    output logic [63:0] product   
);
logic [7:0] a_out;
logic [15:0] b_out;
logic [23:0] mult_to_shifter;
logic [63:0] shifter_to_adder;
logic [63:0] adder;
always_comb begin
    case (a_sel)
        2'b00: begin
            a_out = a[7:0];
        end 
        2'b01: begin
            a_out = a[15:8];
        end 
        2'b10: begin
            a_out = a[23:16];
        end 
        2'b11: begin
            a_out = a[31:24];
        end 
    endcase
end
always_comb begin
    case (b_sel)
        1'b0: begin
            b_out = b[15:0];
        end 
        1'b1: begin
            b_out = b[31:16];
        end 
    endcase
end
always_comb begin
    mult_to_shifter = a_out*b_out;
    case (shift_sel)
        3'b001: begin
            shifter_to_adder = mult_to_shifter << 8;
        end 
        3'b010: begin
            shifter_to_adder = mult_to_shifter << 16;
        end 
        3'b011: begin
            shifter_to_adder = mult_to_shifter << 24;
        end 
        3'b100: begin
            shifter_to_adder = mult_to_shifter << 32;
        end 
        3'b101: begin
            shifter_to_adder = mult_to_shifter << 40;
        end
        default: begin
            shifter_to_adder = mult_to_shifter;
        end 
    endcase
    adder = product + shifter_to_adder;
end
always_ff @(posedge clk, posedge reset) begin
    if (reset == 1'b1) begin
       product <= 64'b0;
    end
    else begin
        if(clr_prod == 1'b1) begin
            product <= 64'b0;
        end 
        else if(upd_prod == 1'b1) begin
            product <= adder;  
        end
    end
end
endmodule
module mult32x32_fsm (
    input logic clk,               
    input logic reset,             
    input logic start,             
    output logic busy,             
    output logic [1:0] a_sel,      
    output logic b_sel,            
    output logic [2:0] shift_sel,  
    output logic upd_prod,         
    output logic clr_prod          
);
typedef enum {
    idle_st,
    AC,
    AD,
    AE,
    AF,
    BC,
    BD,
    BE,
    BF
  } sm_type;
sm_type current_state;
sm_type next_state;
always_ff @(posedge clk, posedge reset) begin
    if (reset == 1'b1) begin
        current_state <= idle_st;
    end
    else begin
        current_state <= next_state;
    end
end
always_comb begin
    next_state = current_state;
    upd_prod = 1'b0;
    clr_prod = 1'b0;
    a_sel = 2'd0;
    b_sel = 1'b0;
    shift_sel = 3'b000;
    busy = 1'b0;
    case(current_state)
        idle_st: begin
            if(start == 1'b1) begin
                next_state = AC;
                clr_prod = 1'b1;   
                end 
        end   
        AC: begin
            busy = 1'b1;
            upd_prod = 1'b1;
            next_state = AD;
        end
        AD: begin
            a_sel = 2'b01;
            shift_sel = 3'b001;
            busy = 1'b1;
            upd_prod = 1'b1;
            next_state = AE;
        end
        AE: begin
            a_sel = 2'b10;
            shift_sel = 3'b010;
            busy = 1'b1;
            upd_prod = 1'b1;
            next_state = AF;
        end
        AF: begin
            a_sel = 2'b11;
            shift_sel = 3'b011;
            busy = 1'b1;
            upd_prod = 1'b1;
            next_state = BC;
        end
        BC: begin
            b_sel = 1'b1;
            shift_sel = 3'b010;
            busy = 1'b1;
            upd_prod = 1'b1;
            next_state = BD;
        end
        BD: begin
            a_sel = 2'b01;
            b_sel = 1'b1;
            shift_sel = 3'b011;
            busy = 1'b1;
            upd_prod = 1'b1;
            next_state = BE;
        end
        BE: begin
            a_sel = 2'b10;
            b_sel = 1'b1;
            shift_sel = 3'b100;
            busy = 1'b1;
            upd_prod = 1'b1;
            next_state = BF;
        end
        BF: begin
            a_sel = 2'b11;
            b_sel = 1'b1;
            shift_sel = 3'b101;
            busy = 1'b1;
            upd_prod = 1'b1;
            next_state = idle_st;
        end
    endcase
end
endmodule
File: run.sh
#!/bin/bash
# OpenROAD 26Q1-2900-gdf79404cd8, Yosys 0.63+post, stock flow scripts
make -C /OpenROAD-flow-scripts/flow DESIGN_CONFIG=/design/flow/config.mk WORK_HOME=/design/flow/orfs finish
File: config.mk
export PLATFORM = sky130hd
export DESIGN_NAME = mult32x32
export DESIGN_NICKNAME = mult32x32
export VERILOG_FILES = /design/flow/design.v
export SDC_FILE = /design/flow/constraint.sdc
export NUM_CORES = 4
export LEC_CHECK = 1
export CORE_UTILIZATION = 40
File: constraint.sdc
current_design mult32x32

set clk_period 32.0
set clk_io_pct 0.2

create_clock -name clk0 -period $clk_period [get_ports {clk}]

set non_clock_inputs [all_inputs -no_clocks]
set_input_delay [expr $clk_period * $clk_io_pct] -clock clk0 $non_clock_inputs
set_output_delay [expr $clk_period * $clk_io_pct] -clock clk0 [all_outputs]
==> summary.txt <==
yosys + openroad results -> crit-path max FO 16, fraction of registers with async set or reset after synthesis 1.000, post-DR vias/cell 5.648, buffer depth of the longest clock path 2, yosys synthesis chip area roughly 0.012 mm^2, Yosys top cell area share 0.1511, fp util 0.4109, fmax approximately 65 MHz, Worst EP arrival approximately 16 ns, Root Buffer clkbuf_16, Die Area a little over 0.03 mm^2, setup_tns 0 ns, Yosys cell types 72, Finished Cell Area between 0.01 and 0.015 mm^2, vias in the first global route 11190, clock latency (worst-skew pair) 0.36 ns, final setup vio count 0, slew of the pin with the lowest slew margin 0.8913 ns, # hold bufs at CTS 0, max incr delay on CP 0.69 ns, Total Wirelength between 30 and 40 mm, outcome finished, final reports clean, CP max stage cell a211oi_1, max_cap viols 0, hold violation total from the final report 0, Slew HR 0.3888, layout cells sized above 1 0.04846, via count 11730, die height 174.6 um, unrepaired setup endpoints after global routing false, Core ar. 0.02901 mm^2, Final Max Slew Viols 0, tool warning count 25, Port-buffer cells 131, CTS sink count 73, Top FF cell, synth dfrtp_1, Post-synth regs roughly 73, setup ws final 16.50 ns, non-filler cells, final 2077, biggest area cells dfrtp_1 15%, fa_1 14%, ha_1 11%, Syn Inst Count 1598, Worst Setup SP a[7], post-cts repair resize count 0, Post-synth EDFFs 0, r2r startpoint fsm_u.current_state[1], Min-Delay Path Class register to register, Die Wd between 150 and 200 um, CP endpoint kind register, Worst EP required roughly 32 ns, type of origin of the critical path input port, setup bufs post-CTS 0, DRC viols 0, GRT Residual Overflow 0, clock-pin slew on the worst setup and hold paths 0.06 ns, wire per inst 17.83 um, Core Rows 62, CTS tree done, iteration tally of the first detailed-router pass 5, number of cells in Yosys stat about 1600, total track usage 0.2542, Placed Area ~0.014 mm^2, crit path time final approximately 15 ns, H-tree Lvls 3, Leak Pwr 0.006550 uW, Period Utilization, post-route 0.4843, Syn Std Cell Area 0.01192 mm^2, critical path type input port to register, Layout Area Growth over Synthesis 16.81%, Routed Antenna Nets 0, CTS buffer count 9, PwrDens between 90 and 100 mW/mm^2, Worst VDD drop 0.00009529 V, RD Place Congestion ~1, global-route wire length before repair between 60 and 70 mm, Synth Seq Share 0.1534, warnings from Yosys 2, largest net degree at the start of global routing 66, Power, Total 1342 uW, Cell Count Post-Placement 2060, crit-path most repeated cell fa_1, Setup Skew 0.02005 ns, Yosys top cell by area dfrtp_1, Iter 0 DRT Violations 777, DP Worst Slack 16.28 ns, hold_sp fsm_u.current_state[5], I/O Pins 132, initial antenna violation count 0, hpwl dp 28.90 mm, average cell area after synthesis 7.459 um^2
-- Yosys cell counts, types with 4 or more instances --
cell type    n
a31oi_1     16
fa_1        85
dfrtp_1     72
a211oi_1    22
or3_1        5
a22oi_1      5
nor4_1       7
a21boi_0     5
mux2i_1     21
o21a_1      18
buf_2        8
a211o_1      6
o221ai_1     4
o21bai_1    12
nand4_1     22
buf_1        6
o31ai_1      7
o21ai_0     88
o311ai_0     4
nand3_1     43
and3_1      11
a21oi_1    149
xor2_1      21
nor2b_1      9
o21ai_1      9
nand2_1    178
xnor2_1     48
nand2b_1    21
inv_1      130
or2_2       20
a21o_1      34
nor3b_1      4
o22ai_1     24
and2_1      12
clkbuf_1    61
ha_1       107
nor2_1     222
o211ai_1     7
nor3_1      26
-- final timing paths --
| check | to | slack [ns] | cells after the start |
|---|---|---|---|
| setup / recovery | arith_u.product[60] | 16.50 | 32 |
| hold / removal | fsm_u.current_state[3] | 0.38 | 0 |
| setup reg to reg | arith_u.product[60] | 21.43 | 32 |
| hold reg to reg | fsm_u.current_state[3] | 0.38 | 0 |
| max in group asynchronous | arith_u.product[61] | 24.41 | 3 |
| min in group asynchronous | arith_u.product[0] | 6.46 | 2 |
-- flip-flops by register name (all words and copies together) (netlist names) --
signal,count
arith_u.product,64
fsm_u.current_state,9
-- metal layers --
layer / global-route usage / routed length (um) / up-vias
li1: - / - / 5733
met2: 0.3718 / 15960 / 435
met5: 0 / 0 / -
met1: 0.3979 / 17470 / 5521
met3: 0.05637 / 2807 / 42
met4: 0.04565 / 800 / 0
-- worst max-delay path: cells and delay by family --
kind / cells / cell delay, ns
compound gates: 12 / 3.50
simple gates: 7 / 1.71
xor+xnor: 1 / 0.17
mux: 2 / 0.53
buf+inv: 4 / 0.63
fa+ha+maj: 6 / 2.80
-- cell usage in the layout, fill, tap and decap left out, types with 34 or more instances in the layout --
master             n
nor2_1           222
nand2_1          178
a21oi_1          149
clkdlybuf4s50_1  131
inv_1            128
ha_1             107
o21ai_0           88
fa_1              85
dfrtp_1           72
xnor2_1           48
nand3_1           43
a21o_1            34
-- stage by stage --
stage	util	hold WS, ns
CTS	0.4798	0.3826
global route	0.4798	0.3996
floorplan	-	0.3519
global placement	0.4691	0.3628
detailed placement	0.4691	0.3672
finish	0.4799	0.3842
-- power breakdown --
| part | internal [uW] | total, uW | switching (uW) |
|---|---|---|---|
| Clock | 63.4 | 108 | 45.0 |
| Combinational | 437 | 1140 | 704 |
| Sequential | 92.3 | 92.4 | 0.0713 |
| Total | 593 | 1340 | 749 |
-- cells by family after synthesis --
| kind of cell | share of synthesized area |
|---|---|
| xor+xnor | 0.05206 |
| compound gates | 0.2292 |
| flops | 0.1534 |
| simple gates | 0.2236 |
| mux | 0.02047 |
| buf+inv | 0.06623 |
| fa+ha+maj | 0.2551 |
-- final cells by class --
cell class	instances	area [um^2]
Clock buffer	10	239.0
Sequential cell	73	1828
Inverter	130	488.0
Multi-Input combinational cell	1318	9321
Fill cell	2866	15090
Tap cell	384	480.5
Antenna cell	1	2.502
Timing Repair Buffer	155	1491
Clock inverter	6	72.57
Power figures rest on the tool's default switching activity, not on a simulated workload.
