==> ./design.v <==
module mult32x32_fast (
    input logic clk,             
    input logic reset,           
    input logic start,           
    input logic [31:0] a,        
    input logic [31:0] b,        
    output logic busy,           
    output logic [63:0] product  
);
    logic [1:0] a_sel;     
    logic b_sel;          
    logic [2:0] shift_sel;
    logic upd_prod;
    logic clr_prod;
    logic a_msb_is_0;
    logic b_msw_is_0;
mult32x32_fast_fsm fast_fsm_u(
    .clk(clk),
    .reset(reset),
    .start(start),
    .a_msb_is_0(a_msb_is_0),
    .b_msw_is_0(b_msw_is_0), 
    .busy(busy),
    .a_sel(a_sel),
    .b_sel(b_sel),
    .shift_sel(shift_sel),
    .upd_prod(upd_prod),
    .clr_prod(clr_prod)
);
mult32x32_fast_arith fast_arith_u(
    .clk(clk),
    .reset(reset),
    .a(a),
    .b(b),
    .a_sel(a_sel),
    .b_sel(b_sel),
    .shift_sel(shift_sel),
    .upd_prod(upd_prod),
    .clr_prod(clr_prod),
    .a_msb_is_0(a_msb_is_0),
    .b_msw_is_0(b_msw_is_0), 
    .product(product)
);
endmodule
module mult32x32_fast_arith (
    input logic clk,              
    input logic reset,            
    input logic [31:0] a,         
    input logic [31:0] b,         
    input logic [1:0] a_sel,      
    input logic b_sel,            
    input logic [2:0] shift_sel,  
    input logic upd_prod,         
    input logic clr_prod,         
    output logic a_msb_is_0,      
    output logic b_msw_is_0,      
    output logic [63:0] product   
);
logic [7:0] a_out;
logic [15:0] b_out;
logic [23:0] mult_to_shifter;
logic [63:0] shifter_to_adder;
logic [63:0] adder;
always_comb begin
    a_msb_is_0 = 1'b0;
    b_msw_is_0 = 1'b0;
    if(a[31:24] == 0) begin
        a_msb_is_0 = 1'b1;
    end 
    if (b[31:16] == 0) begin
        b_msw_is_0 = 1'b1;
    end 
end
always_comb begin
    case (a_sel)
        2'b00: begin
            a_out = a[7:0];
        end 
        2'b01: begin
            a_out = a[15:8];
        end 
        2'b10: begin
            a_out = a[23:16];
        end 
        2'b11: begin
            a_out = a[31:24];
        end 
    endcase
end
always_comb begin
    case (b_sel)
        1'b0: begin
            b_out = b[15:0];
        end 
        1'b1: begin
            b_out = b[31:16];
        end 
    endcase
end
always_comb begin
    mult_to_shifter = a_out*b_out;
    case (shift_sel)
        3'b001: begin
            shifter_to_adder = mult_to_shifter << 8;
        end 
        3'b010: begin
            shifter_to_adder = mult_to_shifter << 16;
        end 
        3'b011: begin
            shifter_to_adder = mult_to_shifter << 24;
        end 
        3'b100: begin
            shifter_to_adder = mult_to_shifter << 32;
        end 
        3'b101: begin
            shifter_to_adder = mult_to_shifter << 40;
        end
        default: begin
            shifter_to_adder = mult_to_shifter;
        end 
    endcase
    adder = product + shifter_to_adder;
end
always_ff @(posedge clk, posedge reset) begin
    if (reset == 1'b1) begin
       product <= 64'b0;
    end
    else begin
        if(clr_prod == 1'b1) begin
            product <= 64'b0;
        end 
        else if(upd_prod == 1'b1) begin
            product <= adder;  
        end
    end
end
endmodule
module mult32x32_fast_fsm (
    input logic clk,               
    input logic reset,             
    input logic start,             
    input logic a_msb_is_0,        
    input logic b_msw_is_0,        
    output logic busy,             
    output logic [1:0] a_sel,      
    output logic b_sel,            
    output logic [2:0] shift_sel,  
    output logic upd_prod,         
    output logic clr_prod          
);
typedef enum {
    idle_st,
    AC,
    AD,
    AE,
    AF,
    BC,
    BD,
    BE,
    BF
  } sm_type;
sm_type current_state;
sm_type next_state;
always_ff @(posedge clk, posedge reset) begin
    if (reset == 1'b1) begin
        current_state <= idle_st;
    end
    else begin
        current_state <= next_state;
    end
end
always_comb begin
    next_state = current_state;
    upd_prod = 1'b0;
    clr_prod = 1'b0;
    a_sel = 2'd0;
    b_sel = 1'b0;
    shift_sel = 3'b000;
    busy = 1'b0;
    case(current_state)
        idle_st: begin
            if(start == 1'b1) begin
                next_state = AC;
                clr_prod = 1'b1;   
            end 
        end   
        AC: begin
            busy = 1'b1;
            upd_prod = 1'b1;
            next_state = AD;
        end
        AD: begin
            a_sel = 2'b01;
            shift_sel = 3'b001;
            busy = 1'b1;
            upd_prod = 1'b1;
            next_state = AE;
        end
        AE: begin
            a_sel = 2'b10;
            shift_sel = 3'b010;
            busy = 1'b1;
            upd_prod = 1'b1;
            if(a_msb_is_0 == 1 && b_msw_is_0 == 0) begin
                next_state = BC;
            end else if(a_msb_is_0 == 1 && b_msw_is_0 == 1) begin
                next_state = idle_st;
            end
            else begin 
            next_state = AF;
            end
        end
        AF: begin
            a_sel = 2'b11;
            shift_sel = 3'b011;
            busy = 1'b1;
            upd_prod = 1'b1;
            if(a_msb_is_0 == 0 && b_msw_is_0 == 1) begin
                next_state = idle_st;
            end
            else begin
                next_state = BC;
            end
        end
        BC: begin
            b_sel = 1'b1;
            shift_sel = 3'b010;
            busy = 1'b1;
            upd_prod = 1'b1;
            next_state = BD;
        end
        BD: begin
            a_sel = 2'b01;
            b_sel = 1'b1;
            shift_sel = 3'b011;
            busy = 1'b1;
            upd_prod = 1'b1;
            next_state = BE;
        end
        BE: begin
            a_sel = 2'b10;
            b_sel = 1'b1;
            shift_sel = 3'b100;
            busy = 1'b1;
            upd_prod = 1'b1;
            if(a_msb_is_0 == 1 && b_msw_is_0 == 0) begin
                next_state = idle_st;
            end
            else begin
                next_state = BF;
            end
        end
        BF: begin
            a_sel = 2'b11;
            b_sel = 1'b1;
            shift_sel = 3'b101;
            busy = 1'b1;
            upd_prod = 1'b1;
            next_state = idle_st;
        end
    endcase
end
endmodule
==> ./run.sh <==
#!/bin/bash
# OpenROAD 26Q1-2900-gdf79404cd8, Yosys 0.63+post, stock flow scripts
make -C /OpenROAD-flow-scripts/flow DESIGN_CONFIG=/design/flow/config.mk WORK_HOME=/design/flow/orfs finish
==> ./config.mk <==
export PLATFORM = sky130hd
export DESIGN_NAME = mult32x32_fast
export DESIGN_NICKNAME = mult32x32_fast
export VERILOG_FILES = /design/flow/design.v
export SDC_FILE = /design/flow/constraint.sdc
export NUM_CORES = 4
export LEC_CHECK = 1
export CORE_UTILIZATION = 40
==> ./constraint.sdc <==
current_design mult32x32_fast

set clk_period 29.1
set clk_io_pct 0.2

create_clock -name clk0 -period $clk_period [get_ports {clk}]

set non_clock_inputs [all_inputs -no_clocks]
set_input_delay [expr $clk_period * $clk_io_pct] -clock clk0 $non_clock_inputs
set_output_delay [expr $clk_period * $clk_io_pct] -clock clk0 [all_outputs]
==> flow_summary.toml <==
# physical design summary
[clocking]
cts.sinks = 73
h-tree-depth = 3
cts_resized = 0
cts_tree = "done"
holdBufCountCts = 0
cts_made_buffers = 9
clk_path_buf_depth = 2
clk_latency_ns = 0.35
cts_setup_buffers = 0
path_clk_slew_ns = 0.06
root_buffer = "clkbuf_16"

[global_route]
antenna_found_initial = 0
gr-usage-all-layers = 0.262
grt_overflow = 0
grt_pass1_vias = 11100
grt_start_max_net_pins = 64
grt_first_pass_wirelength_um = 61000

[sta]
clock.fmax_mhz = 69.8
tightest_slew_ns = 0.844
holdWs_ns = 0.391
timing.final.crit_share = 0.492
rsz0062_at_grt = "false"
hold_violations = 0
drv_slew = 0
post-route-min-period_ns = 14.32
fin_tns_setup_ns = 0
slew_headroom = 0.421
setup_viol = 0
skew_ns = 0.0126

[synthesis]
async_flop_share = 1.00
yosys_area_um2 = 11900
synthCells = 1544
yosysWarnings = 2
yosys.stat.seqShare = 0.154
dominantRegCellSynth = "dfrtp_1"
yosys_cells = 1544
synth-seq-cells = 73
synth_cell_types = 85
synth-edff-count = 0
netlist_area_um2 = 11900
avgSynthCellArea_um2 = 7.71

[detailed_routing]
route.detailed.drc = 0
wl_per_cell_um = 18.8
drt_iter0_drc = 664
finalWirelength_um = 38100
n_antenna_cell = 0
vias = 11300
antenna_left = 0
first_pass_iters = 8
via_per_inst = 5.59

[placement]
io_buffer_count = 131
post-dp-hpwl_um = 30300
dpl-instance-area_um2 = 13600
gp_routability_congestion = 0.956

[setup_path]
critPathMaxFanout = 15
cpPeakStageDelay_ns = 0.54
path_class = "primary input to flop"
arrival_ns = 14.51
crit_path_top_delay_cell = "fa_1"
cp.required_ns = 29.30
cp-end-kind = "flop"
start_kind = "primary input"

[cells_and_area]
syn2layout_area_growth_pct = 16.5
nFillCells = 2888
final_cell_area_um2 = 13900
final_core_util = 0.478
drive_above_1_share = 0.0647
lay_top_cells = "nor2_1 (195), nand2_1 (180), a21oi_1 (149), inv_1 (134), clkdlybuf4s50_1 (131)"
layout.cells.most_common = "nor2_1"

[floorplan]
placementRows = 62
ios = 132
coreArea_um2 = 29000
chipWidth_um = 174
die_y_um = 174
die_area_um2 = 30400
fp_util = 0.410

[flow_run]
warnings = 25
drv_cap = 0

[hold_path]
min-delay-path-class = "flop to flop"

[outcome]
status = "complete, no violations"
synth_stat cells (all sizes together), types with 28 or more instances:
cell type / instances / share of area
nand2: 181 / 0.057
dfrtp: 72 / 0.15
fa: 85 / 0.14
a21o: 39 / 0.025
ha: 107 / 0.11
xnor2: 41 / 0.030
mux2i: 28 / 0.024
inv: 136 / 0.043
clkbuf: 57 / 0.018
a21oi: 153 / 0.066
xor2: 35 / 0.026
o21ai: 86 / 0.036
nor2: 196 / 0.062
routing by layer:
| layer | global-route usage | vias to the layer above | part of all wire |
|---|---|---|---|
| met5 | 0 | - | 0 |
| met4 | 0.0623 | 0 | 0.029 |
| met3 | 0.0461 | 59 | 0.069 |
| met2 | 0.408 | 399 | 0.45 |
| met1 | 0.390 | 5322 | 0.45 |
| li1 | - | 5537 | - |
path summary, 6_finish.rpt:
kind                                              from                           to  slack (ns)  cells after the start
max                                              a[31]     fast_arith_u.product[58]       14.78                     34
min                        fast_fsm_u.current_state[5]  fast_fsm_u.current_state[3]        0.39                      0
max reg2reg                fast_fsm_u.current_state[4]     fast_arith_u.product[58]       19.36                     33
min reg2reg                fast_fsm_u.current_state[5]  fast_fsm_u.current_state[3]        0.39                      0
max in group asynchronous                        reset  fast_fsm_u.current_state[0]       22.25                      4
min in group asynchronous                        reset      fast_arith_u.product[3]        5.96                      3
cell type report:
cell class                      instances  area (um2)  share of cell area
Multi-Input combinational cell       1262        9270               0.669
Timing Repair Buffer                  152        1470               0.106
Clock inverter                          6        67.6             0.00487
Tap cell                              384         480              0.0346
Inverter                              136         512              0.0369
Clock buffer                           10         239              0.0172
Sequential cell                        73        1830               0.132
state kept, by name, summed over array words and instances, names as in the netlist:
signal                    count
fast_fsm_u.current_state      9
fast_arith_u.product         64
critical path: cells and delay by family:
| kind | cells | cell delay (ns) |
|---|---|---|
| AND-OR/OR-AND | 14 | 2.87 |
| XOR/XNOR | 2 | 0.69 |
| adder cells (fa/ha/maj) | 6 | 2.90 |
| multiplexers | 2 | 0.36 |
| buffers and inverters | 4 | 0.65 |
| AND/OR/NAND/NOR | 6 | 1.20 |
per-stage QoR:
stage               std cells  setup WS (ns)
floorplan                1544          15.81
global placement         2007          14.50
detailed placement       2007          14.51
CTS                      2023          14.83
global route             2023          14.15
finish                   2023          14.78
cells by family (layout without fill, tap and decap cells):
| group | after synthesis | after routing | share of synthesized area |
|---|---|---|---|
| buf+inv | 209 | 304 | 0.0690 |
| flops | 73 | 73 | 0.154 |
| compound gates | 420 | 420 | 0.230 |
| fa+ha+maj | 192 | 192 | 0.255 |
| simple gates | 534 | 534 | 0.201 |
| mux | 40 | 40 | 0.0349 |
| xor+xnor | 76 | 76 | 0.0559 |
